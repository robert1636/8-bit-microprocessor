==> ./design.v <==
`timescale 1ns/1ps
module debounce(input pb_1,clk,output pb_out);
	wire slow_clk_en;
	wire Q1,Q2,Q2_bar;
	clock_enable u1(clk,pb_1,slow_clk_en);
	my_dff_en d1(clk,slow_clk_en,pb_1,Q1);
	my_dff_en d2(clk,slow_clk_en,Q1,Q2);
assign Q2_bar = ~Q2;
assign pb_out = Q1 & Q2_bar;
endmodule
module clock_enable(input Clk_100M,pb_1, output slow_clk_en);
    reg [26:0]counter=0;
    always @(posedge Clk_100M, negedge pb_1)
    begin
     if(pb_1==0)
              counter <= 0;
            else
       counter <= (counter>=2)?0:counter+1;
    end
    assign slow_clk_en = (counter == 2)?1'b1:1'b0;
endmodule
module my_dff_en(input DFF_CLOCK, clock_enable,D, output reg Q=0);
    always @ (posedge DFF_CLOCK) begin
  if(clock_enable==1) 
           Q <= D;
    end
endmodule 
module microprocessor(
	output reg [7:0] data_out,  
	input [7:0] data_in, 
	input [2:0] pb, 
	input rst,  
	output [2:0] opcode,
	output [2:0] button,
	input clk
);
reg [2:0] opcode = 3'b000;
wire [2:0] button;
debounce b1(.pb_1(pb[0]),.clk(clk),.pb_out(button[0]));
debounce b2(.pb_1(pb[1]),.clk(clk),.pb_out(button[1]));
debounce b3(.pb_1(pb[2]),.clk(clk),.pb_out(button[2]));
always @ (posedge button[0]) begin
	opcode[0] = ~opcode[0];
end
always @ (posedge button[1]) begin
	opcode[1] = ~opcode[1];
end
always @ (posedge button[2]) begin
	opcode[2] = ~opcode[2];
end
always @ (posedge clk) begin
	if (rst) begin
		data_out = 8'b0;
	end 
	else begin
		if (opcode[2:0] == 3'b000) begin		    
			data_out = data_in[7:4] + data_in[3:0];
		end
		else if (opcode[2:0] == 3'b001) begin		 
			data_out = data_in[7:4] - data_in[3:0];
		end
		else if (opcode[2:0] == 3'b010) begin		 
			data_out = data_in[7:4] & data_in[3:0];
		end
		else if (opcode[2:0] == 3'b011) begin		 
			data_out = data_in[7:4] | data_in[3:0];
		end
		else if (opcode[2:0] == 3'b100) begin		 
			data_out = data_in[7:4] * data_in[3:0];
		end
		else if (opcode[2:0] == 3'b101) begin		 
			if (data_in[7:4] < data_in[3:0]) begin
				data_out = 8'b1;
			end
			else begin
				data_out = 8'b0;
			end
		end
		else if (opcode[2:0] == 3'b110) begin		 
			if (data_in[7:4] > data_in[3:0]) begin
				data_out = 8'b1;
			end
			else begin
				data_out = 8'b0;
			end
		end
		else if (opcode[2:0] == 3'b111) begin		 
			data_out = data_in[7:4] ^ data_in[3:0];
		end
	end
end
endmodule
==> ./run.sh <==
#!/bin/bash
# OpenROAD 26Q1-2900-gdf79404cd8, Yosys 0.63+post, stock flow scripts
make -C /OpenROAD-flow-scripts/flow DESIGN_CONFIG=/design/flow/config.mk WORK_HOME=/design/flow/orfs finish
==> ./config.mk <==
export PLATFORM = sky130hd
export DESIGN_NAME = microprocessor
export DESIGN_NICKNAME = microprocessor
export VERILOG_FILES = /design/flow/design.v
export SDC_FILE = /design/flow/constraint.sdc
export NUM_CORES = 4
export LEC_CHECK = 1
export CORE_UTILIZATION = 30
==> ./constraint.sdc <==
current_design microprocessor

set clk_period 2.8
set clk_io_pct 0.2

create_clock -name clk0 -period $clk_period [get_ports {clk}]

set non_clock_inputs [all_inputs -no_clocks]
set_input_delay [expr $clk_period * $clk_io_pct] -clock clk0 $non_clock_inputs
set_output_delay [expr $clk_period * $clk_io_pct] -clock clk0 [all_outputs]
==> impl_metrics.env <==
# flow metrics
export IMPL_synth_cell_types=51
export IMPL_wirelength_met1_mm=2.96
export IMPL_cts_root_buf="clkbuf_16"
export IMPL_placedCellCount=597
export IMPL_die_h_um=116
export IMPL_syn_cell_area_um2=3900
export IMPL_fin_util_pct=40.8
export IMPL_ir_worst_vdd_mv=0.300
export IMPL_fin_ws_ns=0.0187
export IMPL_diodes=0
export IMPL_grt_pass1_wl_mm=11.2
export IMPL_slew_violations=0
export IMPL_worstSetupEndpointType="flip-flop"
export IMPL_port_buffers=26
export IMPL_untimed_endpoints=6
export IMPL_p_switching_uw=643
export IMPL_clockBufferDepth=2
export IMPL_area_leaders="dfrtp_1, ha_1, dfxtp_1"
export IMPL_fin_cells=613
export IMPL_pre_cts_ws_ns=-0.789
export IMPL_seq_area_frac_synth_pct=62.2
export IMPL_num_vias=2451
export IMPL_top_cells_by_count="dfrtp_1, nor2_1, ha_1"
export IMPL_first_pass_iters=4
export IMPL_syn_inst=307
export IMPL_top_cell="dfrtp_1"
export IMPL_grt_pass1_vias=2569
export IMPL_routed_wl_mm=6.32
export IMPL_power_density_nw_per_um2=573
export IMPL_startpoint_type="input port"
export IMPL_edf_count=6
export IMPL_ys_ff=98
export IMPL_pin_count=27
export IMPL_postRouteAntennaNets=0
export IMPL_dp_hpwl_mm=4.52
export IMPL_slew_headroom_pct=48.9
export IMPL_cts_tree="done"
export IMPL_synth_warnings=3
export IMPL_cts_buffers=9
export IMPL_post_drt_wl_per_cell_um=10.3
export IMPL_arrival_ns=3.00
export IMPL_grt_max_degree=29
export IMPL_worstSetupPathType="input port to flip-flop"
export IMPL_internal_power_uw=2320
export IMPL_antenna_found_initial=0
export IMPL_vias_per_cell=4.00
export IMPL_switching_share_pct=21.7
export IMPL_rsz0062_at_grt="true"
export IMPL_cts_setup_buffers=0
export IMPL_clk_latency_ns=0.34
export IMPL_warnings=38
export IMPL_yosys_area_top_type="dfrtp_1"
export IMPL_min_period_ns=2.78
export IMPL_skew_ns=0.00889
export IMPL_max_clock_freq_mhz=360
export IMPL_synth_top_area_share_pct=52.0
export IMPL_dr_wl_met2_mm=2.95
export IMPL_fp_util_pct=30.8
export IMPL_ys_cells=307
export IMPL_fin_setup_tns_ns=0
export IMPL_worst_slew_pin_slew_ns=0.765
export IMPL_grt_overflow_total=0
export IMPL_die_area_um2=13500
export IMPL_status="complete, no violations"
export IMPL_min_path_type="flip-flop to flip-flop"
export IMPL_setup_violations=0
export IMPL_yosysChipArea_um2=3900
export IMPL_drc=0
export IMPL_routed_top_layer="met4"
export IMPL_p_leak_uw=0.00238
export IMPL_finalCritPeriodShare_pct=99.3
export IMPL_cp_max_fo=2
export IMPL_critPathRequiredTime_ns=3.02
export IMPL_gp_routability_congestion=0.876
export IMPL_unclocked_regs=3
export IMPL_synthArstFlopShare_pct=82.7
export IMPL_final_layout_size_suffix_gt1_share_pct=16.3
export IMPL_power_share_clock_pct=41.8
export IMPL_die_width_um=116
export IMPL_drt_iter0_drc=143
export IMPL_htree_levels=3
export IMPL_cap_violations=0
export IMPL_grtUsageTotal_pct=11.0
export IMPL_ff_type="dfrtp_1"
export IMPL_seqPwrFrac_pct=49.3
export IMPL_area_delta_synth_final_pct=32.5
export IMPL_core_area_um2=12700
export IMPL_p_comb_share_pct=8.9
export IMPL_clkTransAtPathRegs_ns=0.07
export IMPL_met3WireLength_um=322
export IMPL_timing_final_hold_violations=0
export IMPL_row_count=41
export IMPL_synth_avg_cell_area_um2=12.7
==> layout by cell type (no fill, tap or decap), types with 2 or more instances in the layout <==
cell             synthesis  final
inv_1                   16     15
dfrtp_1                 81     81
buf_4                    3     30
o211ai_1                 2      2
ha_2                     0      2
a21o_1                   2      2
o21ai_0                  2      2
xnor2_1                  6      6
nand3_1                  4      4
conb_1                   1     72
and2_1                   3      3
nand2_1                 14     12
nor2b_1                  6      6
edfxtp_1                 6      6
nand4b_1                 2      2
o31ai_1                  2      2
clkbuf_16                0     10
buf_2                    1      3
fa_1                     6      6
nand4_1                  3      3
a211oi_1                 2      2
a21oi_2                  2      3
clkdlybuf4s50_1          0     20
ha_1                    30     27
o21bai_1                 2      2
dfxtp_1                 11     11
a311oi_1                 3      3
nor4_1                  16     16
inv_2                    2      3
a221oi_2                 1      2
nor3_1                   4      4
a21oi_1                 12     11
clkinv_2                 0      2
clkdlybuf4s15_2          0      2
a31oi_1                  2      2
nor2_1                  38     38
==> timing repair <==
action                     4_1_cts  5_1_grt
resized                         25        7
hold buffers                     0        0
setup endpoints to repair        5        4
pin swaps                        8        5
cloned                           0        0
==> registers in the layout, summed over array words and instances, names as in the netlist <==
register	count
b1.d1.Q	1
b1.d2.Q	1
b1.u1.counter	27
b2.d1.Q	1
b2.d2.Q	1
b2.u1.counter	27
b3.d1.Q	1
b3.d2.Q	1
b3.u1.counter	27
data_out	8
opcode	3
==> cell type report <==
cell class	instances	area (um2)
fill	1175	7500
sequential	98	2430
multi-input combinational	254	1680
timing repair buffer	55	463
clock buffer	10	250
tap	172	215
inverter	18	67.6
clock inverter	6	65.1
==> worst paths after layout <==
| kind | start | to | slack [ns] | depth (start not counted) |
|---|---|---|---|---|
| max in group asynchronous | pb[1] | b2.u1.counter[22] | 1.95 | 2 |
| hold / removal | b3.d1.Q | b3.d2.Q | 0.44 | 0 |
| hold reg to reg | b3.d1.Q | b3.d2.Q | 0.44 | 0 |
| min in group asynchronous | pb[0] | b1.u1.counter[23] | 0.59 | 2 |
| setup / recovery | data_in[5] | data_out[3] | 0.02 | 10 |
| setup reg to reg | b1.u1.counter[23] | b1.d1.Q | 1.33 | 4 |
==> worst max-delay path, cell delays in order <==
cell and delay, ns:
clkdlybuf4s15_2 0.19, nand2_1 0.06, fa_1 0.49, inv_2 0.04, fa_1 0.56, fa_1 0.45, a21boi_2 0.16, o22ai_2 0.09
a221oi_2 0.30, o31ai_1 0.11
==> metrics by stage <==
step	hold WS (ns)	total power, uW	cell area, um2
after floorplan	0.264	1610	4180
after global placement	0.429	1730	4830
after detailed placement	0.432	1740	4830
after CTS	0.447	2990	5130
after global routing	0.470	3100	5170
final	0.442	2960	5170
==> metal layers <==
layer | vias up | global-route usage (%)
met4 | 0 | 1.28
met3 | 8 | 2.93
met5 | - | 0
met2 | 38 | 17.9
li1 | 1244 | -
met1 | 1161 | 15.6
==> power groups by stage <==
stage                 Combinational, uW  Sequential, uW  Clock (uW)
after global routing                302            1460        1340
after CTS                           256            1460        1270
final                               263            1460        1240
==> logic make-up after synthesis <==
logic type / synth area share, %
compound gates: 7.83
xor+xnor: 1.57
fa+ha+maj: 12.7
buf+inv: 3.02
flops: 62.2
mux: 0.257
other cells: 0.0962
simple gates: 12.3
Power figures rest on the tool's default switching activity, not on a simulated workload.
